===== run.sh =====
#!/bin/bash
# OpenROAD 26Q1-2900-gdf79404cd8, Yosys 0.63+post, stock flow scripts
make -C /OpenROAD-flow-scripts/flow DESIGN_CONFIG=/design/flow/config.mk WORK_HOME=/design/flow/orfs finish

===== config.mk =====
export PLATFORM = sky130hd
export DESIGN_NAME = floating_point_mul
export DESIGN_NICKNAME = floating_point_mul
export VERILOG_FILES = /design/flow/design.v
export SDC_FILE = /design/flow/constraint.sdc
export NUM_CORES = 4
export LEC_CHECK = 1
export CORE_UTILIZATION = 30

===== constraint.sdc =====
current_design floating_point_mul

set clk_period 49.9
set clk_io_pct 0.2

create_clock -name clk0 -period $clk_period

set non_clock_inputs [all_inputs -no_clocks]
set_input_delay [expr $clk_period * $clk_io_pct] -clock clk0 $non_clock_inputs
set_output_delay [expr $clk_period * $clk_io_pct] -clock clk0 [all_outputs]

===== design.v =====
module approx_t
#(parameter WIDTH=8)
(
    input [WIDTH-2:0]x,
    input [WIDTH-2:0]y,
    input [WIDTH-3:0]Conf_Bit_Mask,   
    output [2*WIDTH-1:0]f
);
    wire [WIDTH*2-1:0] delta_f0;
    assign delta_f0 = ({1'b1,x[WIDTH-2:0]} + {1'b1,y[WIDTH-2:0]}) 
                    + (({1'b1,x[WIDTH-2:0]} + {1'b1,y[WIDTH-2:0]})>>1) 
                    - {2'b10,2'b01,{(WIDTH-3){1'b0}}}; 
    wire [WIDTH*2-1:0] delta_f1;
    wire [WIDTH*2-1:0] t_f1;
    assign t_f1 = y[WIDTH-2]?{~y[WIDTH-2],{y[WIDTH-3:2]}}:{{(WIDTH+3){1'b1}},~y[WIDTH-2],{y[WIDTH-3:2]}};   
    assign delta_f1 = x[WIDTH-2]?t_f1:~t_f1;    
    wire [WIDTH*2-1:0] delta_f2;
    wire [WIDTH*2-1:0] t0_f2;
    wire [WIDTH*2-1:0] t1_f2;
    assign t0_f2 = (x[WIDTH-2:WIDTH-3]==2'b11) ? {~x[WIDTH-2:WIDTH-3],{x[WIDTH-4:2]}}:
                   (x[WIDTH-2:WIDTH-3]==2'b10) ? {{(WIDTH+3){1'b1}}, x[WIDTH-2],~x[WIDTH-3],x[WIDTH-4:2]}:
                   (x[WIDTH-2:WIDTH-3]==2'b01) ? {{(WIDTH+3){1'b1}},~x[WIDTH-2], x[WIDTH-3],x[WIDTH-4:2]}:
                                                 {{(WIDTH+3){1'b1}},~x[WIDTH-2],~x[WIDTH-3],x[WIDTH-4:2]};   
    assign t1_f2 =((|x[WIDTH-2:WIDTH-3])==1'b1)? {x[WIDTH-2], ~x[WIDTH-3],{x[WIDTH-4:2]}} : 
                                                 {{(WIDTH+3){1'b1}},~x[WIDTH-2],~x[WIDTH-3],x[WIDTH-4:2]};
    assign delta_f2 = x[WIDTH-2]?(y[WIDTH-2]?t0_f2:~t0_f2)
                                  :(y[WIDTH-2]?t1_f2:~t1_f2);
    wire [WIDTH*2-1:0] delta_f3;
    wire [WIDTH*2-1:0] t0_f3;
    wire [WIDTH*2-1:0] t1_f3;
    assign t0_f3 = (y[WIDTH-2:WIDTH-3]==2'b11) ? {~y[WIDTH-2:WIDTH-3],{y[WIDTH-4:3]}}:
                   (y[WIDTH-2:WIDTH-3]==2'b10) ? {{(WIDTH+4){1'b1}}, y[WIDTH-2],~y[WIDTH-3],y[WIDTH-4:3]}:
                   (y[WIDTH-2:WIDTH-3]==2'b01) ? {{(WIDTH+4){1'b1}},~y[WIDTH-2], y[WIDTH-3],y[WIDTH-4:3]}:
                                                 {{(WIDTH+4){1'b1}},~y[WIDTH-2],~y[WIDTH-3],y[WIDTH-4:3]};   
    assign t1_f3 = ((|y[WIDTH-2:WIDTH-3])==1'b1) ? {y[WIDTH-2], ~y[WIDTH-3],{y[WIDTH-4:3]}} : 
                                                   {{(WIDTH+4){1'b1}},~y[WIDTH-2],~y[WIDTH-3],y[WIDTH-4:3]};
    assign delta_f3 = x[WIDTH-3]?(y[WIDTH-2]?t0_f3:t1_f3)
                                  :(y[WIDTH-2]?~t0_f3+1:~t1_f3+1);
    wire [WIDTH*2-1:0] delta_f4;
    wire [WIDTH*2-1:0] t0_f4;
    wire [WIDTH*2-1:0] t1_f4;
    assign t0_f4 = (x[WIDTH-3:WIDTH-4]==2'b11) ? {~x[WIDTH-3:WIDTH-4],{x[WIDTH-5:3]}}:
                   (x[WIDTH-3:WIDTH-4]==2'b10) ? {{(WIDTH+5){1'b1}}, x[WIDTH-3],~x[WIDTH-4],x[WIDTH-5:3]}:
                   (x[WIDTH-3:WIDTH-4]==2'b01) ? {{(WIDTH+5){1'b1}},~x[WIDTH-3], x[WIDTH-4],x[WIDTH-5:3]}:
                                                 {{(WIDTH+5){1'b1}},~x[WIDTH-3],~x[WIDTH-4],x[WIDTH-5:3]};   
    assign t1_f4 = ((|x[WIDTH-3:WIDTH-4])==1'b1) ? {x[WIDTH-3], ~x[WIDTH-4],{x[WIDTH-5:3]}} : 
                                                   {{(WIDTH+5){1'b1}},~x[WIDTH-3],~x[WIDTH-4],x[WIDTH-5:3]};
    assign delta_f4 = x[WIDTH-3]?(y[WIDTH-3]?t0_f4:~t0_f4+1)
                                  :(y[WIDTH-3]?t1_f4:~t1_f4+1);
    wire [WIDTH*2-1:0] delta_f5;
    wire [WIDTH*2-1:0] t0_f5;
    wire [WIDTH*2-1:0] t1_f5;
    assign t0_f5 = (y[WIDTH-3:WIDTH-4]==2'b11) ? {~y[WIDTH-3:WIDTH-4]}:
                   (y[WIDTH-3:WIDTH-4]==2'b10) ? {{(WIDTH+6){1'b1}}, y[WIDTH-3],~y[WIDTH-4]}:
                   (y[WIDTH-3:WIDTH-4]==2'b01) ? {{(WIDTH+6){1'b1}},~y[WIDTH-3], y[WIDTH-4]}:
                                                 {{(WIDTH+6){1'b1}},~y[WIDTH-3],~y[WIDTH-4]};   
    assign t1_f5 = ((|y[WIDTH-3:WIDTH-4])==1'b1) ? {y[WIDTH-3], ~y[WIDTH-4]} : 
                                                   {{(WIDTH+6){1'b1}},~y[WIDTH-3],~y[WIDTH-4]};
    assign delta_f5 = x[WIDTH-4]?(y[WIDTH-3]?t0_f5:t1_f5)
                                :(y[WIDTH-3]?~t0_f5+1:~t1_f5+1);
    wire  [WIDTH*2-1:0] t_f0_f1,t_f2_f3,t_f4_f5;      
    bit_mask_sel #(WIDTH*2) bms0(.sel(Conf_Bit_Mask[1:0]),.x(delta_f0),.y(delta_f1),.r(t_f0_f1));
    bit_mask_sel #(WIDTH*2) bms1(.sel(Conf_Bit_Mask[3:2]),.x(delta_f2),.y(delta_f3),.r(t_f2_f3));
    bit_mask_sel #(WIDTH*2) bms2(.sel(Conf_Bit_Mask[5:4]),.x(delta_f4),.y(delta_f5),.r(t_f4_f5));
    assign f = t_f0_f1 + t_f2_f3 + t_f4_f5;
endmodule
module bit_mask_sel
#(parameter WIDTH=8*2)
(
    input [1:0] sel,
    input [WIDTH - 1:0]x,
    input [WIDTH - 1:0]y,
    output [WIDTH - 1:0]r
);
    reg [WIDTH - 1:0] reg_r;
    always @ (*) 
        begin
            case (sel[1:0])
                2'b00: begin 
                    reg_r = {(WIDTH*2-1){1'b0}};
                end 
                2'b01: begin 
                    reg_r = x;
                end 
                2'b11: begin 
                    reg_r = x + y;
                end 
                default: begin 
                    reg_r = {(WIDTH*2-1){1'b0}};
                end 
            endcase
        end
     assign r = reg_r;
endmodule
module floating_point_mul(
    input [31:0] A,
    input [31:0] B,
    input [21:0]Conf_Bit_Mask,   
    output [31:0] R
);
    wire [1 : 0] shift;
    wire [47 : 0] mantissa_out_temp0;
    wire [22 : 0] mantissa_out_temp;
    wire [7 : 0] exp_out_temp;
    wire sign_a, sign_b, sign_r;
    assign sign_a = A[31];
    assign sign_b = B[31];
    assign sign_r = sign_a ^ sign_b;
    wire [9:0] exp_overflow;
    wire [7:0] exp_a, exp_b;
    assign exp_a = A[30:23];
    assign exp_b = B[30:23];
    assign exp_overflow = {2'b0,exp_a} + {2'b0,exp_b} + {8'b11100000, shift[1], shift[0] && ~shift[1]};
    wire [22:0] mantissa_a;
    wire [22:0] mantissa_b;
    assign mantissa_a = A[22:0];
    assign mantissa_b = B[22:0];
    approx_t #(
        .WIDTH(24)
    ) m_approx_t (
        .x(mantissa_a),
        .y(mantissa_b),
        .Conf_Bit_Mask(Conf_Bit_Mask),
        .f(mantissa_out_temp0)
    );
    assign shift = mantissa_out_temp0[24:23];
    assign mantissa_out_temp = shift[1]? mantissa_out_temp0[23:1] : mantissa_out_temp0[22:0];
    wire overflow;
    assign overflow = (~exp_overflow[9] && exp_overflow[8]) || (~exp_overflow[9] && ~exp_overflow[8] && (& exp_overflow[7:0]));
    wire underflow;
    assign underflow = exp_overflow[9] && exp_overflow[8];
    wire [22:0] mantissa_r;
    wire [7:0] exp_r;
    assign mantissa_r = overflow ?  23'h7fffff:(underflow ? 23'd0 : mantissa_out_temp) ;
    assign exp_r = overflow ? 8'hfe : (underflow? 8'h01 : exp_overflow[7:0]);
    assign R = {sign_r,exp_r, mantissa_r};
endmodule

==> results.json <==
{
  "status": "complete, no violations",
  "cts_setup_buffers": 0,
  "post-route-period-util_pct": 66.4,
  "worst_slew_pin_slew_ps": 834,
  "grt_pass1_vias": 9558,
  "grt_setup_unrepaired": "no",
  "crit_slowest_cell": "a2111oi_0",
  "syn_area_per_cell_um2": 7.20,
  "drtAntennaViolNets": 0,
  "period_needed_ps": 33160,
  "grt_max_degree": 47,
  "final-hold-violation-count": 0,
  "seq_area_um2": 0,
  "finalSetupTns_ps": 0,
  "start_kind": "input port",
  "min_from": "A[31]",
  "cts-hold-fix-buffers": 0,
  "ys_area_um2": 10700,
  "num-clock-buffers": 0,
  "ctsResizeCount": 0,
  "drc": 0,
  "first_iter_violations": 582,
  "yosys_warnings": 1,
  "n_antenna_cell": 0,
  "cap_viol_max_count": 0,
  "drt-pass1-iter-count": 4,
  "crit_fanout": 32,
  "seq_cells": 0,
  "wl_per_cell_um": 14.4,
  "wl_um": 29100,
  "lay_top_cells": "177 x ha_1, 136 x xnor2_1, 129 x a21oi_1, 121 x nand2_1, 113 x inv_1",
  "hold_ws_ps": 20890,
  "coreArea_um2": 34900,
  "max_freq_mhz": 30.2,
  "grtUsageTotal_pct": 16.3,
  "end_kind": "output pin",
  "powerDensity_nw_per_um2": 65.0,
  "vias_per_cell": 5.11,
  "gp_congestion": 0.896,
  "area_delta_synth_final_pct": 14.2,
  "criticalPathCategory": "input port to output pin",
  "slew_violations": 0,
  "synthCells": 1492,
  "required_ps": 39920,
  "yosys_cells": 1492,
  "min_to": "R[31]",
  "warning_count": 49,
  "wl_met3_um": 814,
  "final_common_cell": "ha_1",
  "p_leak_nw": 5.64,
  "hold_depth": 3,
  "place_hpwl_um": 25200,
  "fp-row-count": 68,
  "crit_arrival_ps": 23180,
  "finalPower_uw": 797,
  "wl_met1_um": 14800,
  "ir_drop_v": 0.0000650,
  "die_h_um": 191,
  "dpl.cell_count": 2015,
  "ys_seq_share_pct": 0,
  "die_w_um": 191,
  "vias": 10300,
  "port_buffers": 102,
  "netlist_area_um2": 10700,
  "grt_pass1_wl_um": 47800,
  "cp_slowest_stage_delay_ps": 650,
  "antenna_found_initial": 0,
  "setup_viol_count_final": 0,
  "fp_util_pct": 30.8,
  "fin_cells": 2015,
  "top_layer": "met4",
  "overflow": 0,
  "io_pins": 118,
  "chipArea_um2": 36500,
  "max-slew-margin-rel_pct": 43.9,
  "dr_wl_met2_um": 13400,
  "ys_types": 67,
  "layout-drive-gt1-share_pct": 3.78,
  "hp-class": "input port to output pin"
}
==> area by class of cell <==
class / instances / area [um^2]
inverters: 113 / 424
multi-input cells: 1327 / 10100
well taps: 455 / 569
repair buffers: 120 / 1160
fillers: 3700 / 22600
==> cell families after synthesis <==
family	after synthesis	share of synthesized area (%)
buf+inv	165	5.98
compound gates	444	27.1
fa+ha+maj	209	26.6
simple gates	424	19.1
xor+xnor	209	17.2
mux	41	4.00
==> critical path, delay by kind of cell <==
kind / cells / cell delay [ps]
muxes: 1 / 150
buffers and inverters: 6 / 1530
and+or+nand+nor: 11 / 2200
adders and majority gates: 10 / 3460
AOI/OAI and AO/OA: 22 / 4810
xor gates and xnor gates: 6 / 980
==> metal layers <==
metal | vias to the layer above | global-route usage, %
li1 | 5484 | -
met1 | 4650 | 24.0
met2 | 158 | 28.0
met3 | 6 | 0.524
met4 | 0 | 0.305
met5 | - | 0
==> where the power goes <==
part | internal, mW | switching (mW) | leakage [nW]
Combinational | 0.390 | 0.407 | 5.64
Clock | 0 | 0 | 0
Sequential | 0 | 0 | 0
==> cell usage after synthesis (all sizes together) (4+ instances only) <==
master / number / area, um^2
clkbuf: 41 / 154
inv: 113 / 424
o311ai: 4 / 42.6
o21a: 24 / 180
a21oi: 129 / 646
nor4: 12 / 75.1
fa: 32 / 641
o31ai: 10 / 80.1
o21bai: 21 / 158
mux2i: 26 / 260
and2: 7 / 43.8
nand4: 9 / 56.3
xnor2: 138 / 1220
a21o: 59 / 443
a211o: 5 / 43.8
o21ai: 76 / 384
a211oi: 12 / 90.1
a21boi: 11 / 82.6
o211ai: 30 / 225
a311oi: 5 / 50.0
or2: 5 / 31.3
a41o: 4 / 40.0
xor2: 71 / 622
buf: 11 / 63.8
nor2: 109 / 409
and3: 13 / 81.3
nand2: 121 / 454
a21bo: 10 / 100
nand3: 26 / 130
ha: 177 / 2210
nor3: 29 / 145
or3: 10 / 67.6
a31oi: 18 / 113
or4: 7 / 52.6
mux2: 15 / 169
nor2b: 26 / 163
nand2b: 35 / 219
==> through the flow <==
step           utilization [%]  worst slack (ps)  instance area [um^2]
6_report                  35.2             16740                 12300
5_1_grt                   35.2             15730                 12300
4_1_cts                   35.2             16680                 12300
3_5_place_dp              35.2             16730                 12300
3_3_place_gp              35.2             16750                 12300
2_1_floorplan                -             19170                 10700
==> worst max path at each step <==
stage / from / to / slack [ps] / depth (start not counted)
final: A[0] / R[11] / 16740 / 56
after CTS: A[0] / R[11] / 16680 / 56
after global routing: A[1] / R[15] / 15730 / 56
No activity file was given, so power comes from the tool's default toggle rates.
