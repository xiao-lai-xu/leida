`flow/run.sh`:
```
#!/bin/bash
# OpenROAD 26Q1-2900-gdf79404cd8, Yosys 0.63+post, stock flow scripts
make -C /OpenROAD-flow-scripts/flow DESIGN_CONFIG=/design/flow/config.mk WORK_HOME=/design/flow/orfs finish
```
`flow/config.mk`:
```
export PLATFORM = sky130hd
export DESIGN_NAME = signed_int_mul
export DESIGN_NICKNAME = signed_int_mul
export VERILOG_FILES = /design/flow/design.v
export SDC_FILE = /design/flow/constraint.sdc
export NUM_CORES = 4
export LEC_CHECK = 1
export CORE_UTILIZATION = 50
```
`flow/constraint.sdc`:
```
current_design signed_int_mul

set clk_period 31.2
set clk_io_pct 0.2

create_clock -name clk0 -period $clk_period

set non_clock_inputs [all_inputs -no_clocks]
set_input_delay [expr $clk_period * $clk_io_pct] -clock clk0 $non_clock_inputs
set_output_delay [expr $clk_period * $clk_io_pct] -clock clk0 [all_outputs]
```
`flow/design.v`:
```
module approx_t
#(parameter WIDTH=8)
(
    input [WIDTH-2:0]x,
    input [WIDTH-2:0]y,
    input [WIDTH-3:0]Conf_Bit_Mask,   
    output [2*WIDTH-1:0]f
);
    wire [WIDTH*2-1:0] delta_f0;
    assign delta_f0 = ({1'b1,x[WIDTH-2:0]} + {1'b1,y[WIDTH-2:0]}) 
                    + (({1'b1,x[WIDTH-2:0]} + {1'b1,y[WIDTH-2:0]})>>1) 
                    - {2'b10,2'b01,{(WIDTH-3){1'b0}}}; 
    wire [WIDTH*2-1:0] delta_f1;
    wire [WIDTH*2-1:0] t_f1;
    assign t_f1 = y[WIDTH-2]?{~y[WIDTH-2],{y[WIDTH-3:2]}}:{{(WIDTH+3){1'b1}},~y[WIDTH-2],{y[WIDTH-3:2]}};   
    assign delta_f1 = x[WIDTH-2]?t_f1:~t_f1;    
    wire [WIDTH*2-1:0] delta_f2;
    wire [WIDTH*2-1:0] t0_f2;
    wire [WIDTH*2-1:0] t1_f2;
    assign t0_f2 = (x[WIDTH-2:WIDTH-3]==2'b11) ? {~x[WIDTH-2:WIDTH-3],{x[WIDTH-4:2]}}:
                   (x[WIDTH-2:WIDTH-3]==2'b10) ? {{(WIDTH+3){1'b1}}, x[WIDTH-2],~x[WIDTH-3],x[WIDTH-4:2]}:
                   (x[WIDTH-2:WIDTH-3]==2'b01) ? {{(WIDTH+3){1'b1}},~x[WIDTH-2], x[WIDTH-3],x[WIDTH-4:2]}:
                                                 {{(WIDTH+3){1'b1}},~x[WIDTH-2],~x[WIDTH-3],x[WIDTH-4:2]};   
    assign t1_f2 =((|x[WIDTH-2:WIDTH-3])==1'b1)? {x[WIDTH-2], ~x[WIDTH-3],{x[WIDTH-4:2]}} : 
                                                 {{(WIDTH+3){1'b1}},~x[WIDTH-2],~x[WIDTH-3],x[WIDTH-4:2]};
    assign delta_f2 = x[WIDTH-2]?(y[WIDTH-2]?t0_f2:~t0_f2)
                                  :(y[WIDTH-2]?t1_f2:~t1_f2);
    wire [WIDTH*2-1:0] delta_f3;
    wire [WIDTH*2-1:0] t0_f3;
    wire [WIDTH*2-1:0] t1_f3;
    assign t0_f3 = (y[WIDTH-2:WIDTH-3]==2'b11) ? {~y[WIDTH-2:WIDTH-3],{y[WIDTH-4:3]}}:
                   (y[WIDTH-2:WIDTH-3]==2'b10) ? {{(WIDTH+4){1'b1}}, y[WIDTH-2],~y[WIDTH-3],y[WIDTH-4:3]}:
                   (y[WIDTH-2:WIDTH-3]==2'b01) ? {{(WIDTH+4){1'b1}},~y[WIDTH-2], y[WIDTH-3],y[WIDTH-4:3]}:
                                                 {{(WIDTH+4){1'b1}},~y[WIDTH-2],~y[WIDTH-3],y[WIDTH-4:3]};   
    assign t1_f3 = ((|y[WIDTH-2:WIDTH-3])==1'b1) ? {y[WIDTH-2], ~y[WIDTH-3],{y[WIDTH-4:3]}} : 
                                                   {{(WIDTH+4){1'b1}},~y[WIDTH-2],~y[WIDTH-3],y[WIDTH-4:3]};
    assign delta_f3 = x[WIDTH-3]?(y[WIDTH-2]?t0_f3:t1_f3)
                                  :(y[WIDTH-2]?~t0_f3+1:~t1_f3+1);
    wire [WIDTH*2-1:0] delta_f4;
    wire [WIDTH*2-1:0] t0_f4;
    wire [WIDTH*2-1:0] t1_f4;
    assign t0_f4 = (x[WIDTH-3:WIDTH-4]==2'b11) ? {~x[WIDTH-3:WIDTH-4],{x[WIDTH-5:3]}}:
                   (x[WIDTH-3:WIDTH-4]==2'b10) ? {{(WIDTH+5){1'b1}}, x[WIDTH-3],~x[WIDTH-4],x[WIDTH-5:3]}:
                   (x[WIDTH-3:WIDTH-4]==2'b01) ? {{(WIDTH+5){1'b1}},~x[WIDTH-3], x[WIDTH-4],x[WIDTH-5:3]}:
                                                 {{(WIDTH+5){1'b1}},~x[WIDTH-3],~x[WIDTH-4],x[WIDTH-5:3]};   
    assign t1_f4 = ((|x[WIDTH-3:WIDTH-4])==1'b1) ? {x[WIDTH-3], ~x[WIDTH-4],{x[WIDTH-5:3]}} : 
                                                   {{(WIDTH+5){1'b1}},~x[WIDTH-3],~x[WIDTH-4],x[WIDTH-5:3]};
    assign delta_f4 = x[WIDTH-3]?(y[WIDTH-3]?t0_f4:~t0_f4+1)
                                  :(y[WIDTH-3]?t1_f4:~t1_f4+1);
    wire [WIDTH*2-1:0] delta_f5;
    wire [WIDTH*2-1:0] t0_f5;
    wire [WIDTH*2-1:0] t1_f5;
    assign t0_f5 = (y[WIDTH-3:WIDTH-4]==2'b11) ? {~y[WIDTH-3:WIDTH-4]}:
                   (y[WIDTH-3:WIDTH-4]==2'b10) ? {{(WIDTH+6){1'b1}}, y[WIDTH-3],~y[WIDTH-4]}:
                   (y[WIDTH-3:WIDTH-4]==2'b01) ? {{(WIDTH+6){1'b1}},~y[WIDTH-3], y[WIDTH-4]}:
                                                 {{(WIDTH+6){1'b1}},~y[WIDTH-3],~y[WIDTH-4]};   
    assign t1_f5 = ((|y[WIDTH-3:WIDTH-4])==1'b1) ? {y[WIDTH-3], ~y[WIDTH-4]} : 
                                                   {{(WIDTH+6){1'b1}},~y[WIDTH-3],~y[WIDTH-4]};
    assign delta_f5 = x[WIDTH-4]?(y[WIDTH-3]?t0_f5:t1_f5)
                                :(y[WIDTH-3]?~t0_f5+1:~t1_f5+1);
    wire  [WIDTH*2-1:0] t_f0_f1,t_f2_f3,t_f4_f5;      
    bit_mask_sel #(WIDTH*2) bms0(.sel(Conf_Bit_Mask[1:0]),.x(delta_f0),.y(delta_f1),.r(t_f0_f1));
    bit_mask_sel #(WIDTH*2) bms1(.sel(Conf_Bit_Mask[3:2]),.x(delta_f2),.y(delta_f3),.r(t_f2_f3));
    bit_mask_sel #(WIDTH*2) bms2(.sel(Conf_Bit_Mask[5:4]),.x(delta_f4),.y(delta_f5),.r(t_f4_f5));
    assign f = t_f0_f1 + t_f2_f3 + t_f4_f5;
endmodule
module bit_mask_sel
#(parameter WIDTH=8*2)
(
    input [1:0] sel,
    input [WIDTH - 1:0]x,
    input [WIDTH - 1:0]y,
    output [WIDTH - 1:0]r
);
    reg [WIDTH - 1:0] reg_r;
    always @ (*) 
        begin
            case (sel[1:0])
                2'b00: begin 
                    reg_r = {(WIDTH*2-1){1'b0}};
                end 
                2'b01: begin 
                    reg_r = x;
                end 
                2'b11: begin 
                    reg_r = x + y;
                end 
                default: begin 
                    reg_r = {(WIDTH*2-1){1'b0}};
                end 
            endcase
        end
     assign r = reg_r;
endmodule
module leading_one_detector
#(parameter WIDTH=8)  
(
    input [WIDTH-1:0]num,
    output [$clog2(WIDTH)-1:0] position
);
    integer i;
    reg [$clog2(WIDTH)-1:0] reg_position;
    reg find;
    always @(*) begin
        reg_position = 0;
        find = 0;
        for (i = 1; i <= WIDTH; i = i + 1) begin
            if (num[WIDTH-i]&~find) begin
                reg_position = WIDTH-i;        
                find = 1'b1;
            end
        end
    end
    assign position = reg_position;
endmodule
module signed_int_mul
#(parameter WIDTH=8)  
(
    input [WIDTH-1:0]A,
    input [WIDTH-1:0]B,
    input [WIDTH-3:0]Conf_Bit_Mask,   
    output [2*WIDTH-1:0]R
 );
    wire [WIDTH-2:0]mag_A, mag_B;
    assign mag_A = A[WIDTH-1]? ~A[WIDTH-2:0]+1 : A[WIDTH-2:0];
    assign mag_B = B[WIDTH-1]? ~B[WIDTH-2:0]+1 : B[WIDTH-2:0];
    wire [WIDTH*2-1:0] mag_R;
    unsigned_int_mul m_unsigned_int_mul(.A({1'b0,mag_A}),.B({1'b0,mag_B}),.Conf_Bit_Mask(Conf_Bit_Mask),.R(mag_R));
    wire  sign_R;
    assign sign_R = A[WIDTH-1] ^ B[WIDTH-1];
    assign R = sign_R?{1'b1,~mag_R[WIDTH*2-2:0]+1}:mag_R;
endmodule
module unsigned_int_mul
#(parameter WIDTH=8)  
(
    input [WIDTH-1:0]A,
    input [WIDTH-1:0]B,
    input [WIDTH-3:0]Conf_Bit_Mask,   
    output [2*WIDTH-1:0]R
 );
    wire [$clog2(WIDTH)-1:0] a_ho_pos,b_ho_pos;  
    wire [$clog2(WIDTH):0]   ab_ho_pos;
    leading_one_detector #(WIDTH) lod_a(.num(A),.position(a_ho_pos));
    leading_one_detector #(WIDTH) lod_b(.num(B),.position(b_ho_pos));
    assign ab_ho_pos = a_ho_pos + b_ho_pos;
    wire [WIDTH-2:0] w_A,w_B;
    assign w_A = A << ~a_ho_pos;     
    assign w_B = B << ~b_ho_pos;     
    wire [WIDTH*2-1:0] f;
    approx_t #(WIDTH) m_approx_t(.x(w_A),.y(w_B),.Conf_Bit_Mask(Conf_Bit_Mask),.f(f));
    assign R = ((|A)&(|B))?
                           (ab_ho_pos[$clog2(WIDTH)] ? ({f,1'b0}<<ab_ho_pos[$clog2(WIDTH)-1:0]) 
                                                     : (     f >>~ab_ho_pos[$clog2(WIDTH)-1:0]))
                          :16'b0;
endmodule
```
==> results.toml <==
# yosys + openroad results
[run_status]
status = "finished clean"

[logic_synthesis]
top_cells_by_area = "ha_1 16%, xnor2_1 9.3%, a21oi_1 6.5%"
syn-instance-count = 1018
postSynthSeqShare = 0
top_cell_area_share = 0.158
netlist_area_mm2 = 0.00705
synth_top_cell_by_area = "ha_1"
ys_cells = 1018
ys_area_mm2 = 0.00705
synth_cell_types = 93
yosys_warnings = 2
syn_avg_cell_area_um2 = 6.92

[layout]
nFillCells = 1367
final-seq-area_um2 = 0
instances_no_fill = 1202
area_growth_pct = 6.84
seq_cells = 0
layout_top_cell = "nand2_1"
logic_area_mm2 = 0.00652
clock_buffer_count = 0
drive_gt1_frac = 0.0421
final_cell_mix = "94 x nand2_1, 92 x a21oi_1, 89 x ha_1"

[flow_run]
maxCapViolations = 0
tool_warnings = 35

[global_routing]
track_usage = 0.270
grt_pass1_wl_um = 31600
grt-ovfl-total = 0
antenna_found_initial = 0
grt_pass1_vias = 6396
grt_max_degree = 22

[die]
rows = 43
dieArea_mm2 = 0.0146
die_x_um = 121
fp_util = 0.510
pin_count = 38
fp.dieH_um = 121
design.core.area_mm2 = 0.0138

[timing]
hold_violations = 0
slew_headroom = 0.499
timing.final.ws_setup_ns = 7.36
tightest_slew_ns = 0.742
min_period_ns = 23.84
drv_slew = 0
setup_viol = 0
fin_crit_sh = 0.764
fin_tns_setup_ns = 0
rsz0062_at_grt = "false"
max_clock_freq_mhz = 42.0

[setup_path]
cp_data_arrival_time_ns = 17.60
path_common_cell = "ha_1"
slowest_delay_ns = 0.58
startpoint_type = "primary input"
cp_slowest_cell = "fa_1"
crit_type = "primary input to primary output"
cp.required_ns = 24.96
worstSetupEndpointType = "primary output"
critPathMaxFanout = 10

[placed_design]
place_inst = 1202
gp_congestion = 0.987
place_ws_ns = 7.41
portBuffers = 38
dpl.hpwl_um = 15600

[clocking]
post_cts_buffers = 0
cts.repair.resized = 0
cts_hold_buffers = 0

[detailed_routing]
ant_nets = 0
vias = 7024
viasPerCell = 5.84
wl_um = 18700
drc_errors = 0
drt_iter0_drc = 575
wl_per_cell_um = 15.6
drt_first_pass_iters = 5
antennaDiodeCount = 0

[hold_path]
hold_class = "primary input to primary output"
metrics by stage:
| step | cell area [µm²] | utilization | hold slack [ns] |
|---|---|---|---|
| 2_1_floorplan | 7050 | - | 12.92 |
| 3_3_place_gp | 7530 | 0.544 | 14.09 |
| 3_5_place_dp | 7530 | 0.544 | 14.08 |
| 4_1_cts | 7530 | 0.544 | 14.09 |
| 5_1_grt | 7530 | 0.544 | 14.17 |
| 6_report | 7530 | 0.544 | 14.07 |
Yosys cell counts, types with 15 or more instances:
cell type,n
mux2i_1,18
a21o_1,36
nand3_1,26
a31oi_1,21
o211ai_1,15
fa_1,22
xor2_1,15
clkbuf_1,33
xnor2_1,75
nand2_1,94
ha_1,89
nor3_1,18
o21ai_0,56
nand2b_1,22
inv_1,83
nor2_1,83
a21oi_1,92
o21a_1,16
metal layers:
metal	routed length, µm	up-vias	global-route usage	share of wire
li1	-	3687	-	-
met1	9500	3177	0.413	0.51
met2	8440	140	0.439	0.45
met3	533	20	0.00530	0.028
met4	255	0	0.0355	0.014
met5	0	-	0	0
layout make-up:
type	count	share of cell area
inverters	88	0.0439
well taps	180	0.0299
multi-input cells	887	0.867
repair buffers	47	0.0595
worst paths after layout:
| check | end | cells after the start | slack [ns] | start |
|---|---|---|---|---|
| worst max-delay path | R[12] | 43 | 7.36 | B[0] |
| worst min-delay path | R[14] | 5 | 14.07 | A[7] |
worst max-delay path: cells and delay by family:
| family | cells | cell delay [ns] |
|---|---|---|
| xor+xnor | 4 | 0.55 |
| buf+inv | 6 | 1.48 |
| compound gates | 18 | 5.08 |
| mux | 1 | 0.30 |
| fa+ha+maj | 8 | 2.71 |
| simple gates | 6 | 1.19 |
cell families after synthesis:
group / Yosys count / share of synthesized area
AND-OR/OR-AND: 341 / 0.327
AND/OR/NAND/NOR: 313 / 0.217
buffers and inverters: 132 / 0.0746
adder cells (fa/ha/maj): 112 / 0.222
XOR/XNOR: 93 / 0.120
multiplexers: 26 / 0.0400
other: 1 / 0.000532
