===== flow/run.sh =====
#!/bin/bash
# OpenROAD 26Q1-2900-gdf79404cd8, Yosys 0.63+post, stock flow scripts
make -C /OpenROAD-flow-scripts/flow DESIGN_CONFIG=/design/flow/config.mk WORK_HOME=/design/flow/orfs finish

===== flow/config.mk =====
export PLATFORM = sky130hd
export DESIGN_NAME = aca_csu8_2
export DESIGN_NICKNAME = aca_csu8_2
export VERILOG_FILES = /design/flow/design.v
export SDC_FILE = /design/flow/constraint.sdc
export NUM_CORES = 4
export LEC_CHECK = 1
export CORE_AREA = 10 10 70 70
export DIE_AREA = 0 0 80 80

===== flow/constraint.sdc =====
current_design aca_csu8_2

set clk_period 2.6
set clk_io_pct 0.2

create_clock -name clk0 -period $clk_period

set non_clock_inputs [all_inputs -no_clocks]
set_input_delay [expr $clk_period * $clk_io_pct] -clock clk0 $non_clock_inputs
set_output_delay [expr $clk_period * $clk_io_pct] -clock clk0 [all_outputs]

===== flow/design.v =====
module aca_csu8_2(a,b,sum);
input [7:0] a,b;
output [8:0] sum;
wire [7:0] p,g;
wire [2:0] appc,cout,c;
wire bp1,bp2;
assign p = a^b;
assign g = a&b;
assign appc[0] = g[1] | p[1]&g[0] ;
assign appc[1] = g[3] | p[3]&g[2] ;
assign bp1 = p[3]&p[2];
assign appc[2] = g[5] | p[5]&g[4]  ;
assign bp2 = p[5]&p[4];
assign c[0] = appc[0];
csu cin2(bp1,appc[1],g[1],1'b0, 1'b0,c[1]);
csu cin3(bp2,appc[2],g[3],1'b0, 1'b0,c[2]);
carry_look_ahead_2bit cla1(p[1:0], g[1:0], 1'b0 , sum[1:0], cout[0]);
carry_look_ahead_2bit cla2(p[3:2], g[3:2], c[0] , sum[3:2], cout[1]);
carry_look_ahead_2bit cla3(p[5:4], g[5:4], c[1] , sum[5:4], cout[2]);
carry_look_ahead_2bit cla4(p[7:6], g[7:6], c[2] , sum[7:6], sum[8]);
endmodule
module carry_look_ahead_2bit(p,g, cin, sum,cout);
input [1:0] p,g;
input cin;
output [1:0] sum;
output cout;
wire [1:0] c;
assign c[0]=cin;
assign c[1]= g[0] | (p[0]&c[0]);
assign cout= g[1] | (p[1]&g[0]) | p[1]&p[0]&c[0];
assign sum=p^c; 
endmodule
module csu(bp,cprdt,gin,ci,control,cout);
output cout;
input bp,cprdt,gin,ci,control;
assign cout = cprdt&(~bp) | (~control)&bp&gin | control&bp&ci;
endmodule

==> flow_results.org <==
* Flow results

** Status
- The run finished with clean final reports.

** Final layout
- Summing all flip-flop and latch instances after layout gives 0 um2.
- Core occupancy in the finished layout :: 0.2015
- There are 0 flip-flops and latches.
- Per the layout report, the design carries 0 clock buffers.
- Share of layout cells above drive strength 1 :: 0.4590
- Final standard cell area without fillers :: 688.2 um2
- Layout-stage area growth over the synthesis result :: 146.6%

** Pwr
- In this run the static leakage power is between 0.2 and 0.3 nW.
- Switching part of the total power :: 0.3470
- The power report lists cell-internal power as 0.08799 mW.
- Share of total power in combinational logic :: 1.000
- The worst-case IR drop observed on VDD is 0.09152 mV.
- Share of total power in sequential cells :: 0
- The script computed a power per unit cell area of 195.8 nW/um2.
- The share of total power dissipated in the clock network is 0.
- The power report puts the net switching power at 0.04676 mW.
- Post-layout power :: 0.1348 mW

** GRT
- The first global-routing pass estimated 1407 um of wire.
- Across every metal layer, demand over resource in global routing totals 0.02716.
- Per the GRT congestion report, total overflow comes to 0.
- The number of antenna violations at the first check in global routing came to 0.
- Largest net degree at the start of global routing :: 4
- The via count of the first global-routing pass is 357.

** Clock tree
- After clock tree synthesis, the flow added hold-fix buffers numbering 0.

** Timing
- Final number of setup-violating endpoints :: 0
- For the pin with the worst max-slew slack, the measured transition is 0.1504 ns.
- Setup repair after global routing left no endpoint under its margin.
- Max-slew violation count :: 0
- Derived from the worst setup path, the maximum achievable clock frequency is 393.1 MHz.
- Min cycle time layout :: 2.544 ns
- In the final report, the number of hold violations comes to 0.
- In the finished design, the share of the clock period the worst path needs comes to 0.9785.
- On the final layout, the worst hold slack is 1.547 ns.
- Worst slew margin relative to its limit :: 0.8994

** Die
- Floorplan core density :: 0.08169
- X dimension of the die :: around 80 um
- In this run the vertical extent of the chip is 80 um.
- Area of the die :: 6400 um2
- Rows :: 21
- Pin placement for this block handled 25 I/O pins.
- The region available for standard cell placement spans 3416 um2.

** Logic synthesis
- Leading cell types by total area after synthesis :: ha_1, fa_1, xor2_1
- Post-synthesis cell area :: 279.0 um2
- Averaged over all synthesized cells, the footprint is just over 10 um2.
- Yosys stat area :: 279.0 um2
- Ys cells :: 27
- Top cell area share :: 0.3587
- Per the synthesis report, the dominant area consumer among library cells is ha_1.
- Synthesis instantiated 11 different standard cells from the library.
- The share of the Yosys chip area taken by registers is 0.
- Synthesis Warnings :: 0
- Synthesis produced 27 cells.

** Placement
- Weighted congestion at the end of routability-driven global placement :: 0.8295
- Count of input and output buffers :: 25
- Dpl cell area :: around 650 um2
- Placed wire-length estimate :: between 800 and 900 um

** Worst setup path
- The number of buffers and inverters on the critical path is 2.
- Family with the most delay on the worst path :: adder cells
- The worst setup path is captured at an output port.
- The timing report shows the most common cell along the critical path to be nor2_2.
- The required time at the worst endpoint is listed as 2.08 ns.
- Looking at the critical path, the highest net fanout was 2.
- Class of the most critical setup path :: in2out
- Standard cell with the maximum stage delay on the critical path :: fa_2
- Crit path arrival time :: 2.02 ns
- On the worst path, the slowest cell contributes a delay of 0.52 ns.
- Category of the worst setup path launch point :: input port
- The cell sequence reported for the critical path is clkdlybuf4s15_2, ha_4, o21a_1, nor2_2, nor2_2, fa_2, dlygate4sd2_1.

** Flow run
- The logs give a warning total of 33.
- Total of max-cap violations :: 0

** Drt
- Number of iterations in the first detailed-routing pass :: 2
- Total vias in the final route :: 327
- Vias per std cell :: roughly 3.1
- Number of antenna cells inserted :: 0
- Once iteration 0 of detailed routing completed, the report listed 7 DRC markers.
- Post-route antenna net violation count :: 0
- Total Wirelength :: 960 um
- Dividing the detail-routed wire length by the instance count gives about 9 um.
- Number of remaining DRC errors :: 0

** Worst hold path
- According to the hold report, the worst path is of the in2out type.
kinds of logic (layout without fill, tap and decap cells):
group	after synthesis	after routing	share of synthesized area
AOI/OAI and AO/OA	6	6	0.1659
xor gates and xnor gates	3	3	0.09419
adders and majority gates	12	12	0.6458
buffers and inverters	1	35	0.02692
and+or+nand+nor	5	5	0.06727
cells in the final DEF (no fill, tap or decap), types with 2 or more instances in the layout:
master / instances
dlygate4sd2_1: 8
clkdlybuf4s15_1: 4
nor2_2: 2
fa_2: 4
nand2_1: 2
clkdlybuf4s50_1: 7
o21a_1: 2
xor2_1: 3
buf_4: 10
buf_2: 4
ha_4: 4
ha_1: 3
cell type report:
class / instances / area, um2
Fill cell: 392 / 2728
Timing Repair Buffer: 35 / 291.5
Multi-Input combinational cell: 26 / 339.1
Tap cell: 46 / 57.56
routing by layer:
layer	global-route usage	up-vias	share of wire
li1	-	165	-
met1	0.04418	137	0.57
met2	0.02889	25	0.25
met3	0.01705	0	0.18
met4	0	0	0
met5	0	-	0
cells in the mapped netlist:
| cell | count |
|---|---|
| nand2_1 | 2 |
| ha_1 | 8 |
| o21ai_1 | 1 |
| a21oi_1 | 1 |
| nor2_1 | 3 |
| o22a_1 | 1 |
| o211ai_2 | 1 |
| o21a_1 | 2 |
| xor2_1 | 3 |
| buf_4 | 1 |
| fa_1 | 4 |
worst min-delay path, stage by stage:
cell	delay, ns
buf_2	0.11
buf_4	0.11
fa_2	0.17
buf_2	0.11
path summary, 6_finish.rpt:
path | startpoint | to | cells past startpoint
max | a[4] | sum[6] | 7
min | b[4] | sum[4] | 4
timing repair:
action	CTS	global route
pin swaps	17	7
endpoints found under the setup margin	7	4
setup buffers	1	0
resized	44	5
metrics by stage:
step	setup slack (ns)	setup TNS, ns	std cells
2_1_floorplan	0.4045	0	27
3_3_place_gp	-0.5940	-3.164	106
3_5_place_dp	-0.6154	-3.239	106
4_1_cts	0.004381	0	107
5_1_grt	0.002637	0	107
6_report	0.05590	0	107
power groups by stage:
stage	Clock, mW	Combinational, mW	Sequential (mW)
CTS	0	0.137	0
global route	0	0.153	0
finish	0	0.135	0
Power figures rest on the tool's default switching activity, not on a simulated workload.
